==> design.v <==
module ysyx_24090003_ALU (
    input      [31:0] i_op1,     
    input      [31:0] i_op2,  
    input      [ 3:0] i_alu_op,  
    output reg [31:0] o_result,  
    output            o_zero    
);
  wire [31:0] w_add_result;
  wire [31:0] w_sub_result;
  wire        w_overflow;  
  wire        w_carry_out; 
  wire [31:0] w_sll_result;
  wire [31:0] w_srl_result;
  wire [31:0] w_sra_result;
  wire        w_slt_result;
  wire        w_sltu_result;
  adder_32bit adder (
      .a(i_op1),
      .b(i_op2),
      .cin(1'b0),
      .sum(w_add_result),
      .cout(w_carry_out)
  );
  wire [31:0] w_op2_not = ~i_op2;
  wire [31:0] w_op2_not_plus_1;
  adder_32bit adder_sub (
      .a   (i_op1),
      .b   (w_op2_not),
      .cin (1'b1),
      .sum (w_sub_result),
      .cout()
  );
  assign w_slt_result  = (i_op1[31] != i_op2[31]) ? i_op1[31] : w_sub_result[31];
  assign w_sltu_result = (i_op1 < i_op2) ? 1'b1 : 1'b0; 
  wire [31:0] w_sll_level1 = i_op2[0] ? {i_op1[30:0], 1'b0} : i_op1;
  wire [31:0] w_sll_level2 = i_op2[1] ? {w_sll_level1[29:0], 2'b00} : w_sll_level1;
  wire [31:0] w_sll_level3 = i_op2[2] ? {w_sll_level2[27:0], 4'b0000} : w_sll_level2;
  wire [31:0] w_sll_level4 = i_op2[3] ? {w_sll_level3[23:0], 8'b00000000} : w_sll_level3;
  wire [31:0] w_sll_level5 = i_op2[4] ? {w_sll_level4[15:0], 16'b0000000000000000} : w_sll_level4;
  assign w_sll_result = w_sll_level5;
  wire [31:0] w_srl_level1 = i_op2[0] ? {1'b0, i_op1[31:1]} : i_op1;
  wire [31:0] w_srl_level2 = i_op2[1] ? {2'b00, w_srl_level1[31:2]} : w_srl_level1;
  wire [31:0] w_srl_level3 = i_op2[2] ? {4'b0000, w_srl_level2[31:4]} : w_srl_level2;
  wire [31:0] w_srl_level4 = i_op2[3] ? {8'b00000000, w_srl_level3[31:8]} : w_srl_level3;
  wire [31:0] w_srl_level5 = i_op2[4] ? {16'b0000000000000000, w_srl_level4[31:16]} : w_srl_level4;
  assign w_srl_result = w_srl_level5;
  wire w_sign_bit = i_op1[31];
  wire [31:0] w_sra_level1 = i_op2[0] ? {w_sign_bit, i_op1[31:1]} : i_op1;
  wire [31:0] w_sra_level2 = i_op2[1] ? {{2{w_sign_bit}}, w_sra_level1[31:2]} : w_sra_level1;
  wire [31:0] w_sra_level3 = i_op2[2] ? {{4{w_sign_bit}}, w_sra_level2[31:4]} : w_sra_level2;
  wire [31:0] w_sra_level4 = i_op2[3] ? {{8{w_sign_bit}}, w_sra_level3[31:8]} : w_sra_level3;
  wire [31:0] w_sra_level5 = i_op2[4] ? {{16{w_sign_bit}}, w_sra_level4[31:16]} : w_sra_level4;
  assign w_sra_result = w_sra_level5;
  always @(*) begin
    case (i_alu_op)
      4'b0000:  o_result = w_add_result;
      4'b0001:  o_result = w_sub_result;
      4'b0010:  o_result = i_op1 & i_op2;
      4'b0011:   o_result = i_op1 | i_op2;
      4'b0100:  o_result = i_op1 ^ i_op2;
      4'b0101:  o_result = w_sll_result;
      4'b0110:  o_result = w_srl_result;
      4'b0111:  o_result = w_sra_result;
      4'b1000:  o_result = {31'b0, w_slt_result};
      4'b1001: o_result = {31'b0, w_sltu_result};
      4'b1010:  o_result = i_op2;
      default:   o_result = w_add_result;
    endcase
  end
  assign o_zero = (o_result == 32'b0);
endmodule
module adder_32bit (
    input [31:0] a,
    input [31:0] b,
    input cin,
    output [31:0] sum,
    output cout
);
  wire [32:0] carry;
  assign carry[0] = cin;
  genvar i;
  generate
    for (i = 0; i < 32; i = i + 1) begin : gen_adders
      full_adder fa (
          .a(a[i]),
          .b(b[i]),
          .cin(carry[i]),
          .sum(sum[i]),
          .cout(carry[i+1])
      );
    end
  endgenerate
  assign cout = carry[32];
endmodule
module full_adder (
    input  a,
    input  b,
    input  cin,
    output sum,
    output cout
);
  wire sum1, carry1;
  wire sum2, carry2;
  half_adder ha1 (
      .a(a),
      .b(b),
      .sum(sum1),
      .carry(carry1)
  );
  half_adder ha2 (
      .a(sum1),
      .b(cin),
      .sum(sum),
      .carry(carry2)
  );
  wire not_carry1 = ~carry1;
  wire not_carry2 = ~carry2;
  assign cout = ~(not_carry1 & not_carry2);
endmodule
module half_adder (
    input  a,
    input  b,
    output sum,
    output carry
);
  wire nand_ab;
  wire nand_a_nand_ab;
  wire nand_b_nand_ab;
  assign nand_ab = ~(a & b);   
  assign nand_a_nand_ab = ~(a & nand_ab);   
  assign nand_b_nand_ab = ~(b & nand_ab);   
  assign sum = ~(nand_a_nand_ab & nand_b_nand_ab);   
  assign carry = ~nand_ab;   
endmodule
==> run.sh <==
#!/bin/bash
# OpenROAD 26Q1-2900-gdf79404cd8, Yosys 0.63+post, stock flow scripts
make -C /OpenROAD-flow-scripts/flow DESIGN_CONFIG=/design/flow/config.mk WORK_HOME=/design/flow/orfs finish
==> config.mk <==
export PLATFORM = sky130hd
export DESIGN_NAME = ysyx_24090003_ALU
export DESIGN_NICKNAME = ysyx_24090003_ALU
export VERILOG_FILES = /design/flow/design.v
export SDC_FILE = /design/flow/constraint.sdc
export NUM_CORES = 4
export LEC_CHECK = 1
export CORE_UTILIZATION = 50
==> constraint.sdc <==
current_design ysyx_24090003_ALU

set clk_period 38.1
set clk_io_pct 0.2

create_clock -name clk0 -period $clk_period

set non_clock_inputs [all_inputs -no_clocks]
set_input_delay [expr $clk_period * $clk_io_pct] -clock clk0 $non_clock_inputs
set_output_delay [expr $clk_period * $clk_io_pct] -clock clk0 [all_outputs]
==> results.rst <==
Implementation results
======================

.. list-table::
   :header-rows: 1

   * - Metric
     - Value
   * - Outcome
     - finished, final reports clean
   * - Tot GR Track Use
     - 47.2%
   * - Global-route met3 utilization
     - 20.7%
   * - Post-place setup slack
     - 7.49 ns
   * - Cell mode on critical path
     - sky130_fd_sc_hd__fa_1
   * - Endpoint required time on the critical path
     - 30.48 ns
   * - Share of the yosys chip area belonging to registers
     - 0%
   * - DR vias
     - 10200
   * - Num ports
     - 101
   * - Critical Path Start
     - i_op1[0]
   * - Wire length per cell after detailed routing
     - 30.3 um
   * - Cell area after placement
     - 10400 sq um
   * - Final Routed Wirelength
     - 43.6 mm
   * - Mean cell area of the mapped netlist
     - 7.97 sq um
   * - Worst ir drop on vdd
     - 0.00968 mV
   * - Count of warning messages emitted by the tools
     - 97
   * - TritonRoute pass-1 iters
     - 10
   * - Biggest fanout along the worst timing path
     - 6
   * - Worst hold-check path type
     - in2out
   * - Share of the synthesized area in the top cell type
     - 13.2%
   * - Number of sequential cells
     - 0
   * - Main area contributors
     - sky130_fd_sc_hd__fa_1, sky130_fd_sc_hd__ha_1, sky130_fd_sc_hd__mux4_2
   * - Maximum capacitance violations
     - 0
   * - Commonest non-fill, non-tap cells in the layout
     - sky130_fd_sc_hd__nor2_1, sky130_fd_sc_hd__ha_1, sky130_fd_sc_hd__clkdlybuf4s50_1, sky130_fd_sc_hd__nand2_1, sky130_fd_sc_hd__inv_1
   * - Vias in the first global route
     - 9706
   * - CLK BUF
     - 0
   * - Layout overhead on the synthesized area
     - 12.8%
   * - Number of setup violations in the final report
     - 0
   * - Core Box Area
     - 18000 sq um
   * - Final-report hold violation count
     - 0
   * - Library cell with the largest summed area after synthesis
     - sky130_fd_sc_hd__fa_1
   * - Row count
     - 49
   * - Peak-usage layer in the global routing report
     - met1
   * - Worst Hold Slack
     - 16.26 ns
   * - Maximum number of pins on one net before global-route repair
     - 65
   * - Met2 track demand over resource in global routing
     - 64.7%
   * - Worst setup margin
     - 7.49 ns
   * - Net Sw Power
     - 89.1 uW
   * - Number of placed instances, taps included
     - 1434
   * - Number of buffer cells added on primary ports
     - 101
   * - CP max stage cell
     - sky130_fd_sc_hd__clkdlybuf4s50_1
   * - Worst slew margin
     - 38.3%
   * - Post-route clock period utilization
     - 80.3%
   * - Count of unique library cells instantiated by Yosys
     - 84
   * - Worst setup endpoint
     - o_zero
   * - Final Core Density
     - 57.9%
   * - Worst-margin pin slew
     - 0.923 ns
   * - Static leakage
     - 4.28 nW
   * - Slowest cell delay on critical path
     - 0.52 ns
   * - Reg area
     - 0 sq um
   * - Ratio of routed vias to standard cells
     - 7.11
   * - Power Dens Cells
     - 14.5 nW/um^2
   * - Most common logic cell in the routed design
     - sky130_fd_sc_hd__nor2_1
   * - Type of element launching the critical path
     - primary input
   * - Setup Total Neg Slack
     - 0 ns
   * - Iteration-0 DRC Markers
     - 1260
   * - Number of hold buffers added after cts
     - 0
   * - Wire length of the first global-routing pass
     - 64.8 mm
   * - Die Y
     - 138 um
   * - Ratio of cells with drive above 1 in the final layout
     - 12.2%
   * - Unrepaired setup endpoints after global routing
     - false
   * - Mapped cell area
     - 9250 sq um
   * - Worst setup path category
     - in2out
   * - Arr. time, crit path
     - 22.99 ns
   * - Gr ovfl total
     - 0
   * - Detailed-placement wirelength estimate
     - 33.2 mm
   * - Initial antenna violation count
     - 1
   * - Cell-internal power
     - 62.6 uW
   * - Max Fclk
     - 0.0327 GHz
   * - CP Capture Type
     - output port
   * - Ys Warns
     - 1
   * - Post-CTS resize count
     - 0
   * - Die outline area
     - 19100 sq um
   * - Number of routed nets with antenna violations
     - 0
   * - Clock period minus worst slack
     - 30.61 ns
   * - Tally of non-filler cells in the final layout
     - 1435
   * - Post-CTS setup buffers
     - 0
   * - Horizontal die dimension
     - 138 um
   * - Number of design rule violations left after detail routing
     - 0
   * - Pre-placement core utilization
     - 51.3%
   * - Net switching share of the total power
     - 58.7%
   * - Final tally of max-slew violations
     - 0
   * - Overall power consumption
     - 152 uW
   * - Cell count in the Yosys report
     - 1161
   * - Post-Synthesis Cells
     - 1161
   * - Final Wtd Congestion
     - 1.10
   * - Final Cell Area
     - 10400 sq um
   * - Chip area estimate from yosys synthesis
     - 9250 sq um
   * - Grt met1 use
     - 66.6%
-- logic make-up (layout without fill, tap and decap cells) --
kind of cell	count (synthesis)	after routing	share of synthesized area [%]
adder cells (fa/ha/maj)	157	157	26.2
AND/OR/NAND/NOR	336	336	17.6
AND-OR/OR-AND	333	333	24.7
other	0	1	0
XOR/XNOR	1	1	0.0947
buffers and inverters	190	234	8.60
multiplexers	144	144	22.8
-- per-layer routing --
metal | wire, um | vias up
met3 | 6590 | 123
met4 | 2220 | 0
met1 | 16700 | 4873
li1 | - | 4426
met2 | 18100 | 774
met5 | 0 | -
-- synth_stat cells, drive strengths merged (22+ instances only) --
cell type  number
ha             96
fa             61
nand3          22
nor2          112
mux4           48
clkbuf         65
mux2           27
mux2i          69
o22ai          24
buf            40
inv            83
o21ai          71
nand2          92
a21oi          61
-- power groups by stage --
stage | logic [mW] | clock network, mW | registers, mW
CTS | 0.147 | 0 | 0
global route | 0.162 | 0 | 0
-- worst min path at each step --
stage	slack [ns]	depth (start not counted)	to	startpoint
after CTS	16.26	5	o_result[3]	i_op2[4]
after global routing	16.29	5	o_result[3]	i_op2[4]
final	16.26	5	o_result[3]	i_op2[4]
-- final cells by class --
| type | instances | area [sq um] |
|---|---|---|
| multi-input cells | 971 | 8490 |
| diodes | 1 | 2.50 |
| fillers | 1678 | 7590 |
| well taps | 229 | 287 |
| inverters | 85 | 319 |
| repair buffers | 149 | 1340 |
-- worst max-delay path: cells and delay by family --
kind                       cells  cell delay, ns
adders and majority gates     32           12.26
buffers and inverters          6            1.33
and+or+nand+nor                4            1.14
AOI/OAI and AO/OA              4            0.61
Power figures rest on the tool's default switching activity, not on a simulated workload.
