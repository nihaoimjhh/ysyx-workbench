==> design/flow/design.v <==
(*dont_touch = "true"*)
module ysyx_24090003_LSU (
    input [31:0] i_mem_addr,   
    input [31:0] i_mem_wdata,   
    input        i_mem_we,      
    input        i_mem_en,      
    input [31:0] i_mem_rdata,   
    input [1:0]  i_mem_width,    
    input        i_mem_unsigned, 
    output [31:0] o_mem_addr,    
    output [31:0] o_mem_wdata,   
    output        o_mem_we,      
    output        o_mem_en,      
    output [ 2:0] o_mem_wmask,   
    output [31:0] o_mem_rdata    
);
  assign o_mem_addr = i_mem_addr;
  assign o_mem_wdata = i_mem_wdata;
  assign o_mem_we = i_mem_we;
  assign o_mem_en = i_mem_en;
  reg [2:0] r_mem_wmask;
  always @(*) begin
    case (i_mem_width)
      2'b00:   r_mem_wmask = 3'b001;   
      2'b01:   r_mem_wmask = 3'b010;   
      2'b10:   r_mem_wmask = 3'b100;   
      default: r_mem_wmask = 3'b100;   
    endcase
  end
  assign o_mem_wmask = r_mem_wmask;
  reg [31:0] r_mem_rdata;
  always @(*) begin
    case (i_mem_width)
      2'b00: begin   
        if (i_mem_unsigned) r_mem_rdata = {24'b0, i_mem_rdata[7:0]};   
        else r_mem_rdata = {{24{i_mem_rdata[7]}}, i_mem_rdata[7:0]};   
      end
      2'b01: begin   
        if (i_mem_unsigned) r_mem_rdata = {16'b0, i_mem_rdata[15:0]};   
        else r_mem_rdata = {{16{i_mem_rdata[15]}}, i_mem_rdata[15:0]};   
      end
      default: r_mem_rdata = i_mem_rdata;   
    endcase
  end
  assign o_mem_rdata = r_mem_rdata;
endmodule
==> design/flow/run.sh <==
#!/bin/bash
# OpenROAD 26Q1-2900-gdf79404cd8, Yosys 0.63+post, stock flow scripts
make -C /OpenROAD-flow-scripts/flow DESIGN_CONFIG=/design/flow/config.mk WORK_HOME=/design/flow/orfs finish
==> design/flow/config.mk <==
export PLATFORM = sky130hd
export DESIGN_NAME = ysyx_24090003_LSU
export DESIGN_NICKNAME = ysyx_24090003_LSU
export VERILOG_FILES = /design/flow/design.v
export SDC_FILE = /design/flow/constraint.sdc
export NUM_CORES = 4
export LEC_CHECK = 1
export CORE_AREA = 10 10 86 86
export DIE_AREA = 0 0 96 96
==> design/flow/constraint.sdc <==
current_design ysyx_24090003_LSU

set clk_period 3.1
set clk_io_pct 0.2

create_clock -name clk0 -period $clk_period

set non_clock_inputs [all_inputs -no_clocks]
set_input_delay [expr $clk_period * $clk_io_pct] -clock clk0 $non_clock_inputs
set_output_delay [expr $clk_period * $clk_io_pct] -clock clk0 [all_outputs]
==> flow_summary.ini <==
; flow metrics
[status]
status = finished clean

[worst_setup_path]
timing_worst_setup_path_type = input port to primary output
required_ps = 2480
end_kind = primary output
crit_fanout = 8
timing.critical_path.arrival_ps = 2250
critical_path_source_type = input port
worstSetupStartpoint = i_mem_width[0]
cp-endpoint = o_mem_rdata[15]

[final_timing]
worst_slack_ps = 229
setup_viol = 0
minimum_clock_period_ps = 2870
fin_setup_tns_ps = 0
min_period_over_period = 0.926
slew_headroom = 0.790
tightestPinTransition_ps = 316
report.final.hold_viol_count = 0
max_clock_freq_mhz = 348
rsz0062_at_grt = false
final_max_slew_viol_count = 0

[synth]
post_synth.cell_area_avg_um2 = 6.29
synth_seq_share = 0
postSynthCellCount = 136
synthTopLogicFamily = buffers and inverters
syn-cell-area_um2 = 856
synth-cells-yosys = 136
synth.yosys.chip_area_um2 = 856
yosys.cell_types.count = 12
top_cells_by_area = buf_4 (65%), nand2_1 (11%), o21ai_0 (8.2%), o21ai_1 (5.8%), buf_6 (2.6%)
synthDominantCellAreaShare = 0.649
synth_simple_gate_area_share = 0.140
synth_warnings = 1
post-synth-top-area-cell = buf_4
synthXorXnorAreaFrac = 0
post_synth_mux_area_share = 0.0117
synthAoiAreaFrac = 0.140
synth-adder-area-share = 0

[drt]
drt.antenna.violating_nets = 0
antenna_cells_inserted = 0
route.final.wire_length_um = 3110
drt-initial-drc-count = 9
detail_route.wl_per_cell_um = 16.9
via_count = 712
avgViaCountPerCell = 3.87
drt_pass1_iterations = 2
detail_route.drc_violations = 0

[cells_and_area]
final_layout_top_logic_cell = clkdlybuf4s50_1
ff_count = 0
final_area_um2 = 923
synth_to_layout_area_growth_pct = 7.89
layout.cells.most_common_list = clkdlybuf4s50_1 (56), nand2_1 (24), o21ai_0 (14), o21ai_1 (10), buf_4 (3)
layout-drive-gt1-share = 0.0446
final.clkbuf_count = 0
seq_area_um2 = 0

[job]
tool_warnings = 32
max_cap_viols = 0

[place]
buffer_ports.inserted = 56
post-dp-hpwl_um = 2550
finalWeightedCongestion = 0.736
dpl-instance-area_um2 = 923
dp_worst_setup_slack_ps = 198

[die]
die_x_extent_um = 96
die_outline_area_um2 = 9220
initCoreUtil = 0.154
boundaryPins = 202
std_cell_rows = 27
design.core.area_um2 = 5540
die-height_um = 96

[pwr]
totalPowerFinal_mw = 0.123
leakage_power_nw = 0.350
ir_drop_v = 0.0000358
power_density_relative_to_cell_area_nw_per_um2 = 133

[hold_path]
timing.hold.worst.class = input port to primary output

[clock_tree]
cts-resized-gates = 0
cts_setup_buffers = 0
postCtsHoldBufs = 0

[global_routing]
pin_count_of_the_biggest_net_entering_global_routing = 28
grt_pass1_vias = 786
grt_residual_overflow = 0
grt_usage = 0.0595
grt_antenna_before_repair = 0
grt_first_pass_wirelength_um = 4320
-- worst min-delay path by stage --
stage	start	endpoint	slack, ps	cells past startpoint
global route	i_mem_addr[18]	o_mem_addr[18]	1240	0
finish	i_mem_addr[18]	o_mem_addr[18]	1240	0
CTS	i_mem_addr[18]	o_mem_addr[18]	1240	0
-- kinds of logic (layout without fill, tap and decap cells) --
| logic type | after synthesis | in the layout |
|---|---|---|
| multiplexers | 1 | 1 |
| AND/OR/NAND/NOR | 28 | 28 |
| AND-OR/OR-AND | 24 | 24 |
| buffers and inverters | 83 | 59 |
-- synthesized netlist by cell type --
cell type  number
clkbuf_1        6
nor2b_1         1
buf_6           2
or4b_4          1
mux2i_1         1
buf_4          74
buf_2           1
nor2_1          1
or2_1           1
o21ai_0        14
o21ai_1        10
nand2_1        24
-- worst max-delay path, cell delays in order --
cell and delay, ps:
clkdlybuf4s50_1 460, or4b_4 600, nand2_1 100, clkdlybuf4s50_1 470
-- metrics by stage --
step | hold WS, ps | util | cells
3_3_place_gp | 1240 | 0.167 | 184
5_1_grt | 1240 | 0.167 | 184
4_1_cts | 1240 | 0.167 | 184
3_5_place_dp | 1240 | 0.167 | 184
6_report | 1240 | 0.167 | 184
2_1_floorplan | 1300 | - | 136
-- layout make-up --
cell class / instances / area, um^2
fillers: 645 / 4620
multi-input cells: 53 / 250
well taps: 72 / 90.1
repair buffers: 59 / 583
-- routing by layer --
layer | vias up | track usage | routed length [um]
met5 | - | 0 | 0
met4 | 0 | 0.0577 | 282
met3 | 46 | 0.0448 | 630
met2 | 85 | 0.0880 | 1280
met1 | 275 | 0.0503 | 910
li1 | 306 | - | -
-- where the power goes --
part           total (mW)  switching, mW  internal (mW)
Clock                   0              0              0
Sequential              0              0              0
Combinational       0.123         0.0360         0.0869
Total               0.123         0.0360         0.0869
No activity file was given, so power comes from the tool's default toggle rates.
